**run.sh**
```bash
#!/bin/bash
# OpenROAD 26Q1-2900-gdf79404cd8, Yosys 0.63+post, stock flow scripts
make -C /OpenROAD-flow-scripts/flow DESIGN_CONFIG=/design/flow/config.mk WORK_HOME=/design/flow/orfs finish
```
**config.mk**
```make
export PLATFORM = sky130hd
export DESIGN_NAME = gameplay
export DESIGN_NICKNAME = gameplay
export VERILOG_FILES = /design/flow/design.v
export SDC_FILE = /design/flow/constraint.sdc
export NUM_CORES = 4
export LEC_CHECK = 1
export CORE_UTILIZATION = 50
```
**constraint.sdc**
```tcl
current_design gameplay

set clk_period 26.5
set clk_io_pct 0.2

create_clock -name clk0 -period $clk_period [get_ports {clk}]
create_clock -name clk1 -period $clk_period [get_ports {clk_25MHz}]
create_clock -name clk2 -period $clk_period [get_ports {del_to_dro}]

set non_clock_inputs [all_inputs -no_clocks]
set_input_delay [expr $clk_period * $clk_io_pct] -clock clk0 $non_clock_inputs
set_output_delay [expr $clk_period * $clk_io_pct] -clock clk0 [all_outputs]
```
**design.v**
```verilog
`timescale 1ns / 1ps
module drop_clock_1HZ (
input clk,
input del_to_dro,
input [1:0] state,
input [3:0] level,
output drop
);
reg [26:0] qtmp;
reg [26:0] cnt;
wire [26:0] trig;
assign trig = 100000000 - level * 6000000;
assign drop = (cnt == trig) ? 1 : 0;
always@*
    if (state != 2'b01)    qtmp = 0;
    else if (cnt == trig) qtmp = 27'd0;
    else                  qtmp = cnt + 1'b1;
always@(posedge clk or posedge del_to_dro)
    if (del_to_dro)    cnt <= 0;
    else               cnt <= qtmp;   
endmodule
module gameplay(
    input clk, rst, clk_25MHz,
    input left, right, down, spin, space,
    input start,
    input [199:0] occupied,
    input del_to_dro,
    input [1:0] state,
    input [9:0] addr_copy_tmp,
    input [3:0] level,
    output [4:0] y1, y2, y3, y4,
    output [2:0] tetris,
    output touch,
    output reg game_over,
    output wire [2:0] get,
    output [7:0] blk0, blk1, blk2, blk3,
    output enable
);
randomizer G1 (.clk(clk), .seed(8'b10101010), .del_to_dro(del_to_dro), .tetris(tetris));
wire drop;
drop_clock_1HZ CLK (.clk(clk), .del_to_dro(del_to_dro), .drop(drop), .state(state), .level(level));
move_control G2 (.clk(clk), .clk_25MHz(clk_25MHz), .rst(rst), .left(left), .right(right), .down(down), .enable(enable),
                 .del_to_dro(del_to_dro), .spin(spin), .blk0(blk0), .blk1(blk1), .blk2(blk2), .blk3(blk3),
                 .drop(drop), .touch(touch), .tetris(tetris), .occupied(occupied), .state(state), .space(space));
reg game_over_tmp;
always@*
    if (state == 2'b00 || state == 2'b11) game_over_tmp = 0;
    else if (occupied[4] || occupied[5] || occupied[6] || occupied[7] || occupied[8])
        game_over_tmp = 1;
    else
        game_over_tmp = 0;
always@(posedge clk)
    if (rst)    game_over = 0;
    else        game_over = game_over_tmp;    
wire [4:0] line1, line2, line3, line4;
assign line1 = (blk0 / 10);
assign line2 = (blk1 / 10);
assign line3 = (blk2 / 10);
assign line4 = (blk3 / 10);
assign y1 = (state == 2'b10 && occupied[(line1 * 10) +: 10] == 10'b1111111111) ? line1 : 30;
assign y2 = (state == 2'b10 && occupied[(line2 * 10) +: 10] == 10'b1111111111) ? line2 : 30;
assign y3 = (state == 2'b10 && occupied[(line3 * 10) +: 10] == 10'b1111111111) ? line3 : 30;
assign y4 = (state == 2'b10 && occupied[(line4 * 10) +: 10] == 10'b1111111111) ? line4 : 30;
reg [32:0] line_clear, line_clear_tmp;
always@*
    if (rst || state == 2'b00)                     line_clear_tmp = 0;
    else if (addr_copy_tmp == 25)                 line_clear_tmp = (1 << y1) | (1 << y2) | (1 << y3) | (1 << y4);
    else if (state == 2'b10 && addr_copy_tmp > 25) line_clear_tmp = line_clear;
    else                                          line_clear_tmp = 0;
always@(posedge clk_25MHz)
    line_clear <= line_clear_tmp;
assign get = line_clear[0] + line_clear[1] + line_clear[2] + line_clear[3] + line_clear[4] + line_clear[5] + line_clear[6] + line_clear[7] + line_clear[8] + line_clear[9] + line_clear[10] + line_clear[11] + line_clear[12] + line_clear[13] + line_clear[14] + line_clear[15] + line_clear[16] + line_clear[17] + line_clear[18] + line_clear[19];        
endmodule
module move_control (
    input clk, del_to_dro, rst, clk_25MHz,
    input left, right, down, drop, spin, space,
    input [2:0] tetris,
    input [1:0] state,
    output reg [7:0] blk0, blk1, blk2, blk3,
    input [199:0] occupied,
    output touch,
    output enable
);
reg [4:0] x, y, x_next, y_next, x_ntmp, y_ntmp;
reg del_to_dro_delay;
reg space_ctl, space_ctl_next;
always@*
if (rst || del_to_dro || state == 2'b00)     space_ctl_next = 0;
else if (space)                             space_ctl_next = 1;
else if (space_ctl)                         space_ctl_next = 1;
else                                        space_ctl_next = 0;
always@(posedge clk)
    space_ctl <= space_ctl_next;
wire touch_without_lock_delay, touch_tmp;
assign touch_without_lock_delay =  (occupied[blk0+4'd10] || occupied[blk1+4'd10] || occupied[blk2+4'd10] || occupied[blk3+4'd10] || (blk0 / 10 == 19) || (blk1 / 10 == 19) || (blk2 / 10 == 19) || (blk3 / 10 == 19)) ? 1 : 0;
reg [30:0] cnt, cnt_next;
always@*
if (rst || state == 2'b00)                       cnt_next = 0;
else if (touch_without_lock_delay == 0)         cnt_next = 0;
else if (touch_without_lock_delay && cnt == 0)  cnt_next = 1;
else if (cnt != 0 && cnt != 100000000)          cnt_next = cnt + 1;
else if (cnt == 100000000)                      cnt_next = cnt;
else                                            cnt_next = 0;
always@(posedge clk)
    cnt <= cnt_next;
assign touch_tmp = (((cnt == 100000000) && touch_without_lock_delay) || (space_ctl && touch_without_lock_delay)) ? 1 : 0;
one_pulse TOU (.clk(clk_25MHz), .rst(rst), .pb_in(touch_tmp),   .out_pulse(touch));
reg [1:0] rot_next, rot;
always@(posedge clk)
    if (rst)        del_to_dro_delay <= 0;
    else            del_to_dro_delay <= del_to_dro;
always@*
    if (spin || del_to_dro_delay)  rot_next = rot + 1'b1;
    else                           rot_next = rot;
always@(posedge clk)
    if (del_to_dro)    rot <= 2'b0;
    else               rot <= rot_next;
always@*
if (drop || down || space_ctl)   y_ntmp = y + 1;
else                y_ntmp = y;
always@*
if (right)          x_ntmp = x + 1;
else if (left)      x_ntmp = x - 1;
else                x_ntmp = x;
reg [7:0] blk0_ntmp, blk1_ntmp, blk2_ntmp, blk3_ntmp;
reg [7:0] blk0_next, blk1_next, blk2_next, blk3_next;
wire enable_collision;
reg  enable_boundary;
assign enable = enable_collision && enable_boundary;
assign enable_collision = ~(occupied[blk0_ntmp] || occupied[blk1_ntmp] || occupied[blk2_ntmp] || occupied[blk3_ntmp]);
always@*
if (left && (blk0 % 10 == 0))
    enable_boundary = 0;
else if (right && (blk3 % 10 == 9))
    enable_boundary = 0;
else if ((drop || down) && ((blk0 / 10 == 19) || (blk1 / 10 == 19) || (blk2 / 10 == 19) || (blk3 / 10 == 19)))
    enable_boundary = 0;
else if (spin && (blk0 % 10 > 5) && (blk3_ntmp % 10 < 5))
    enable_boundary = 0;
else if (spin && (blk0_ntmp / 10 == 20) || (blk1_ntmp / 10 == 20) || (blk2_ntmp / 10 == 20) || (blk3_ntmp / 10 == 20))
    enable_boundary = 0; 
else
    enable_boundary = 1;
always@*
if (~enable) begin
    blk0_next = blk0;
    blk1_next = blk1;
    blk2_next = blk2;
    blk3_next = blk3;
    x_next = x;
    y_next = y;
end
else begin
    blk0_next = blk0_ntmp;
    blk1_next = blk1_ntmp;
    blk2_next = blk2_ntmp;
    blk3_next = blk3_ntmp;
    x_next = x_ntmp;
    y_next = y_ntmp;
end
always@(posedge clk)
if (state == 2'b00) begin
    blk0 <= 199;
    blk1 <= 199;
    blk2 <= 199;
    blk3 <= 199;
end
else begin
    blk0 <= blk0_next;
    blk1 <= blk1_next;
    blk2 <= blk2_next;
    blk3 <= blk3_next;
end
always@(posedge clk)
if (del_to_dro) begin
    x <= 5'd3;
    y <= 5'd0;
end
else begin
    x <= x_next;
    y <= y_next;
end
wire [7:0] p0, p1, p2, p3, p4, p5, p6, p7, p8;
assign p0 = 10 * y + x;
assign p1 = 10 * y + x + 1;
assign p2 = 10 * y + x + 2;
assign p3 = 10 * (y + 1) + x;
assign p4 = 10 * (y + 1) + x + 1;
assign p5 = 10 * (y + 1) + x + 2;
assign p6 = 10 * (y + 2) + x;
assign p7 = 10 * (y + 2) + x + 1;
assign p8 = 10 * (y + 2) + x + 2;
always@*
if (spin || del_to_dro_delay)
case(tetris)
    4'b0001: begin
        if (rot == 0 || rot == 2) begin
            blk0_ntmp = p0;
            blk1_ntmp = p1;
            blk2_ntmp = p4; 
            blk3_ntmp = p5;
        end
        else begin
            blk0_ntmp = p3;
            blk1_ntmp = p6;
            blk2_ntmp = p1;
            blk3_ntmp = p4;
        end
    end
    4'b0110: begin
        if (rot == 0) begin
            blk0_ntmp = p0;
            blk1_ntmp = p3;
            blk2_ntmp = p4;
            blk3_ntmp = p5;
        end
        else if(rot == 1) begin
            blk0_ntmp = p0;
            blk1_ntmp = p3;
            blk2_ntmp = p6;
            blk3_ntmp = p1;
        end
        else if (rot == 2) begin
            blk0_ntmp = p0;
            blk1_ntmp = p1;
            blk2_ntmp = p2;
            blk3_ntmp = p5;
        end
        else begin
            blk0_ntmp = p6;
            blk1_ntmp = p4;
            blk2_ntmp = p7;
            blk3_ntmp = p1;
        end
    end
    4'b0011: begin
        blk0_ntmp = p0;
        blk1_ntmp = p1;
        blk2_ntmp = p3;
        blk3_ntmp = p4;
    end
    4'b0100: begin
        if (rot == 0 || rot == 2) begin
            blk0_ntmp = p3;
            blk1_ntmp = p4;
            blk2_ntmp = p1;
            blk3_ntmp = p2;
        end
        else begin
            blk0_ntmp = p0;
            blk1_ntmp = p3;
            blk2_ntmp = p4;
            blk3_ntmp = p7;
        end
    end
    4'b0101: begin
        if (rot == 0 || rot == 2) begin
            blk0_ntmp = p0;
            blk1_ntmp = p1;
            blk2_ntmp = p2;
            blk3_ntmp = p0 + 3;
        end
        else begin
            blk0_ntmp = p0;
            blk1_ntmp = p3;
            blk2_ntmp = p6;
            blk3_ntmp = 10 * (y + 3) + x;
        end
    end
    4'b0010: begin
        if (rot == 0) begin
            blk0_ntmp = p3;
            blk1_ntmp = p4;
            blk2_ntmp = p5;
            blk3_ntmp = p2;
        end
        else if(rot == 1) begin
            blk0_ntmp = p0;
            blk1_ntmp = p3;
            blk2_ntmp = p6;
            blk3_ntmp = p7;
        end
        else if (rot == 2) begin
            blk0_ntmp = p0;
            blk1_ntmp = p1;
            blk2_ntmp = p3;
            blk3_ntmp = p2;
        end
        else begin
            blk0_ntmp = p0;
            blk1_ntmp = p1;
            blk2_ntmp = p4;
            blk3_ntmp = p7;
        end
    end
    4'b0111: begin
        if (rot == 0) begin
            blk0_ntmp = p3;
            blk1_ntmp = p1;
            blk2_ntmp = p4;
            blk3_ntmp = p5;
        end
        else if(rot == 1) begin
            blk0_ntmp = p1;
            blk1_ntmp = p4;
            blk2_ntmp = p7;
            blk3_ntmp = p5;
        end
        else if (rot == 2) begin
            blk0_ntmp = p3;
            blk1_ntmp = p4;
            blk2_ntmp = p7;
            blk3_ntmp = p5;
        end
        else begin
            blk0_ntmp = p3;
            blk1_ntmp = p1;
            blk2_ntmp = p4;
            blk3_ntmp = p7;
        end
    end
    default: begin
        blk0_ntmp = 0;
        blk1_ntmp = 0;
        blk2_ntmp = 0;
        blk3_ntmp = 0;
    end
    endcase
else if (drop) begin
    blk0_ntmp = blk0 + 4'd10;
    blk1_ntmp = blk1 + 4'd10;
    blk2_ntmp = blk2 + 4'd10;
    blk3_ntmp = blk3 + 4'd10;
end
else if (right) begin
    blk0_ntmp = blk0 + 1;
    blk1_ntmp = blk1 + 1;
    blk2_ntmp = blk2 + 1;
    blk3_ntmp = blk3 + 1;              
end               
else if (left) begin
    blk0_ntmp = blk0 - 1;
    blk1_ntmp = blk1 - 1;
    blk2_ntmp = blk2 - 1;
    blk3_ntmp = blk3 - 1;
end
else if (down || space_ctl) begin
    blk0_ntmp = blk0 + 10;
    blk1_ntmp = blk1 + 10;
    blk2_ntmp = blk2 + 10;
    blk3_ntmp = blk3 + 10;
end
else begin
     blk0_ntmp = blk0;
     blk1_ntmp = blk1;
     blk2_ntmp = blk2;
     blk3_ntmp = blk3;
end
endmodule
module one_pulse (
    clk,
    rst,
    pb_in,
    out_pulse
    );
    input clk;
    input rst;
    input pb_in;
    output out_pulse;
    reg pb_in_delay;
    reg out_pulse_next;
    reg out_pulse;
    always@(posedge clk)
        if (rst)  pb_in_delay <= 0;
        else      pb_in_delay <= pb_in;
    always@*
        out_pulse_next = (~pb_in_delay) & pb_in;
    always@(posedge clk)
       if (rst)   out_pulse <= 1'b0;
       else       out_pulse <= out_pulse_next;
endmodule
`timescale 1ns / 1ps
module randomizer (
  input clk,
  input [7:0] seed,
  input del_to_dro,
  output reg [2:0] tetris
);
reg [7:0] LFSR;
reg init = 1'b1;
assign LFSR_out = LFSR;
wire feedback = LFSR[7];
always @(posedge clk)
begin
  if (init) begin
    LFSR <= seed;
    init <= 1'b0;
  end
  else begin
    LFSR[0] <= feedback;
    LFSR[1] <= LFSR[0];
    LFSR[2] <= LFSR[1] ^ feedback;
    LFSR[3] <= LFSR[2] ^ feedback;
    LFSR[4] <= LFSR[3] ^ feedback;
    LFSR[5] <= LFSR[4];
    LFSR[6] <= LFSR[5];
    LFSR[7] <= LFSR[6];
  end
end
reg [2:0] rand_bits = 8'hFF;
wire [2:0] tetris_tmp;
always @(posedge clk) rand_bits <= {rand_bits[1:0], LFSR[3]};
assign tetris_tmp = (rand_bits[2:0] == 3'b000) ? 4'b0101 : rand_bits[2:0];
always@(posedge del_to_dro)
    tetris <= tetris_tmp;
endmodule
```
==> metrics.yaml <==
synthesis:
  yosys-stat-cells: 4838
  syn_area_per_cell_um2: 7.98
  ys.flops: 142
  topCellsByArea: "mux2i_1, mux4_2, dfxtp_1, ha_1, nand2_1"
  synthArstFlopShare: 0.190
  top_area_cell: "mux2i_1"
  edf_count: 0
  synth_cells: 4838
  synthFlopType: "dfxtp_1"
  ys_seq_share: 0.0772
  yosysChipArea_um2: 38600
  yosysMostFrequentCell: "mux2i_1"
  top_area_frac: 0.167
  yosys.cell_types.count: 123
  syn_area_um2: 38600
  common_cells: "mux2i_1, nand2_1, nor2_1"
  yosys_warnings: 6
hold_path:
  hp-class: "clk -> reg"
finish:
  final-seq-area_um2: 3000
  drive_gt1_frac: 0.137
  fill_cells: 6985
  combGateArea_um2: 33500
  syn_to_final_growth_pct: 13.0
  finalCoreUtilization: 0.572
power_and_ir_drop:
  ir_drop_uv: 96.2
  power_density_nw_per_um2: 125
  leakagePower_nw: 17.5
run_status:
  status: "finished, violations left"
  violations: "negative hold slack"
grt:
  overflow: 0
  grt_pass1_wl_um: 254000
  grtUsageTotal: 0.443
  grt_pass1_vias: 39800
  grt_max_degree: 52
  antenna_found_initial: 11
flow_run:
  cap_violations: 0
  warnings: 85
clocking:
  ctsHoldBuffers: 0
  cts_tree: "done"
  post_cts_buffers: 0
  post_cts_resized: 0
  clkTransAtPathRegs_ns: 0.07
placed_design:
  place_hpwl_um: 122000
  place_ws_ns: 4.95
  gp_congestion: 1.06
  numPortBuffers: 283
critical_path:
  critical_path_arrival_ns: 16.57
  path_buffers: 6
  cpLargestDelayFamily: "simple AND/OR/NAND/NOR gates"
  critPathKind: "in -> out"
  end_kind: "output port"
  required_ns: 21.20
  worstSetupStartpointType: "primary input"
  critPathSlowestCell: "clkdlybuf4s50_1"
  crit_top_cell: "ha_1"
  cpPeakStageDelay_ns: 0.72
  critPathMaxFanout: 15
drt:
  num_vias: 41500
  wirelength_um: 170000
  vias_per_cell: 6.96
  antenna_left: 0
  drt_iter0_markers: 4137
  drtPass1Iterations: 7
  drc_errors: 0
  wl_per_cell_um: 28.4
final_timing:
  setup_viol: 0
  finClkSkew_ns: 0.0114
  worst_pin_slew_ns: 1.24
  fin_setup_tns_ns: 0
  drv_slew: 0
  rsz0062_at_grt: "no"
  setup_ws_ns: 4.63
  hold_viol: 6
  whs_ns: -0.0416
  slew_headroom: 0.150
floorplanning:
  io_pins: 287
  fp_util: 0.506
  fp.coreArea_um2: 76200
  dieWidth_um: 280
  fp.dieH_um: 280
  core.rowCount: 101
  dieArea_um2: 78300
## final timing paths
kind / start / to / slack (ns) / cells after the start
max: level[3] / enable / 4.63 / 41
min: del_to_dro / G2.y[3] / -0.04 / 4
max reg2reg: G2.y[2] / G2.blk3[7] / 15.55 / 41
min reg2reg: G1.LFSR[3] / G1.rand_bits[0] / 0.37 / 0
max in group asynchronous: del_to_dro / CLK.cnt[23] / 13.43 / 4
max in group clk1: occupied[61] / line_clear[18] / 16.53 / 16
max in group clk2: G1.rand_bits[0] / G1.tetris[0] / 25.85 / 1
min in group clk1: G2.TOU.pb_in_delay / G2.TOU.out_pulse / 0.39 / 1
min in group clk2: G1.rand_bits[1] / G1.tetris[1] / 0.44 / 0
min in group asynchronous: del_to_dro / CLK.cnt[20] / 12.96 / 4
## worst reg2reg max path: cells and delay by family (launching register included)
kind	cells	cell delay, ns
and+or+nand+nor	12	3.67
AOI/OAI and AO/OA	12	2.36
adders and majority gates	7	2.05
buffers and inverters	6	1.13
xor gates and xnor gates	3	0.75
DFF	1	0.59
muxes	1	0.29
## area by class of cell
| type | count | share of cell area |
|---|---|---|
| inverter | 139 | 0.0120 |
| antenna | 9 | 0.000516 |
| timing repair buffer | 463 | 0.0958 |
| sequential | 142 | 0.0688 |
| clock buffer | 34 | 0.0190 |
| tap | 1030 | 0.0295 |
| clock inverter | 50 | 0.00700 |
| multi-input combinational | 4102 | 0.767 |
## cell usage in the layout (no fill, tap or decap), types with 141 or more instances in the layout
cell type        Yosys  final
nand3_1            141    141
o21ai_0            243    241
nor2_1             375    374
clkdlybuf4s50_1      0    282
a21oi_1            282    277
xnor2_1            170    168
nand2_1            428    428
mux2i_1            642    642
mux4_2             270    270
buf_4               13    180
inv_1              130    160
## per-layer routing
metal,part of all wire,global-route usage
met4,0.064,0.223
met1,0.39,0.599
met2,0.41,0.604
met5,0.00058,0.0113
met3,0.14,0.199
## through the flow
step	std cells	area (um^2)	power, W
2_1_floorplan	4838	38600	0.00347
3_3_place_gp	5877	42500	0.00483
3_5_place_dp	5877	42500	0.00484
4_1_cts	5960	43600	0.00529
5_1_grt	5965	43600	0.00573
6_report	5969	43600	0.00544
## kinds of logic after synthesis
kind of cell	count (synthesis)	share of synthesized area
AOI/OAI and AO/OA	1226	0.215
xor gates and xnor gates	253	0.0596
adders and majority gates	176	0.0612
buffers and inverters	594	0.0624
DFF	142	0.0772
muxes	950	0.335
other	1	0.0000972
and+or+nand+nor	1496	0.189
## power by group
group / total, W / internal, W / switching [W]
sequential: 0.000299 / 0.000239 / 0.0000600
combinational: 0.00470 / 0.00179 / 0.00291
clock: 0.000440 / 0.000252 / 0.000188
total: 0.00544 / 0.00228 / 0.00316
## sequential cells by signal, indices dropped and copies added, names as in the netlist, 2 cells and up
signal,count
CLK.cnt,27
G2.y,5
G2.rot,2
G2.x,5
G2.blk1,8
line_clear,20
G1.LFSR,8
G2.blk0,8
G1.tetris,3
G2.cnt,31
G2.blk3,8
G1.rand_bits,3
G2.blk2,8
Power figures rest on the tool's default switching activity, not on a simulated workload.
