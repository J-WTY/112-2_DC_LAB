==> /design/flow/design.v <==
module I2cInitializer(
    input  i_rst_n,
    input  i_clk,
    input  i_start,
    output o_finished,
    output o_sclk,
    output  o_sdat,
    output o_oen
);
localparam [239:0] setting = {
    24'b00110100_000_1001_0_0000_0001,
    24'b00110100_000_1000_0_0001_1001,
    24'b00110100_000_0111_0_0100_0010,
    24'b00110100_000_0110_0_0000_0000,
    24'b00110100_000_0101_0_0000_0000,
    24'b00110100_000_0100_0_0001_0101,
    24'b00110100_000_0011_0_0111_1001,
    24'b00110100_000_0010_0_0111_1001,
    24'b00110100_000_0001_0_1001_0111,
    24'b00110100_000_0000_0_1001_0111
};
localparam IDLE = 0;
localparam START = 1;
localparam SEND_DATA = 2;
localparam FINISH  = 3;
localparam S_STOP = 4;
localparam UPDATE = 0;
localparam READ = 1;
localparam DOWN = 2;
logic [2:0] state, state_nxt;
logic [2:0] substate, substate_nxt;
logic [239:0] data, data_nxt;
logic oen;
logic sdat, sdat_nxt;
logic sclk, sclk_nxt;
logic finish, finish_nxt;
logic [4:0] datatype, datatype_nxt;  
logic [4:0] bitCounter, bitCounter_nxt;  
assign o_finished = finish;
assign o_sclk = sclk;
assign o_sdat = sdat;
assign o_oen = oen;
always_comb begin
	state_nxt = state;
	data_nxt = data;
	sdat_nxt = sdat;
	sclk_nxt = sclk;
	substate_nxt = substate;
	finish_nxt = 0;
	oen = 1;
	datatype_nxt = 0;
	bitCounter_nxt = 0;
	case(state)
		IDLE: begin
			if(i_start) begin
				state_nxt = START;
				data_nxt = setting;
				sclk_nxt = 1;
				sdat_nxt = 0;
				substate_nxt = UPDATE;
			end
			finish_nxt = 0;
			oen = 1;
			datatype_nxt = 0;
			bitCounter_nxt = 0;
		end
		START: begin
			state_nxt = SEND_DATA;
			data_nxt = data << 1;
			sdat_nxt = data[239];
			sclk_nxt = 0;
			substate_nxt = UPDATE;
			finish_nxt = finish;
			oen = 1;
			datatype_nxt = 0;
			bitCounter_nxt = 0;
		end
		SEND_DATA: begin
			if(datatype < 5'd3) begin
				case(substate)
					UPDATE: begin
						bitCounter_nxt = bitCounter;
						datatype_nxt = datatype;
						sdat_nxt = sdat;
						sclk_nxt = 1;
						substate_nxt = READ;
						data_nxt = data;
					end
					READ: begin
						bitCounter_nxt = bitCounter;
						datatype_nxt = datatype;
						sdat_nxt = sdat;
						sclk_nxt = 0;
						substate_nxt = DOWN;
						data_nxt = data;
					end
					DOWN: begin
						bitCounter_nxt = (bitCounter==5'd8)? 0:bitCounter + 5'd1;
						datatype_nxt = (bitCounter==5'd8)? datatype+5'd1:datatype;
						sdat_nxt = data[239];
						sclk_nxt = 0;
						substate_nxt = UPDATE;
						data_nxt = (bitCounter==5'd7)? data: ((bitCounter==5'd8)&&(datatype==5'd2))? data: data << 1;
					end
				endcase
				oen = (bitCounter==5'd8)? 0:1;
				state_nxt = state;
				finish_nxt = 0;
			end
			else begin
				bitCounter_nxt = 5'd8;
				datatype_nxt = 0;
				sdat_nxt = 0;
				sclk_nxt = 1;
				substate_nxt = UPDATE;
				data_nxt = data;
				oen = 1;
				state_nxt = FINISH;
				finish_nxt = 0;
			end
		end
		FINISH: begin
			bitCounter_nxt = 0;
			datatype_nxt = 0;
			oen = 1;
			data_nxt = data;
			finish_nxt = 0;
			if(sdat == 0 && sclk == 1 && bitCounter == 5'd8) begin
				sdat_nxt = 1;
				sclk_nxt = 1;
				state_nxt = FINISH;
				substate_nxt = READ;
				bitCounter_nxt = 0;
			end
			else if(sdat == 1 && sclk == 1) begin
				sdat_nxt = 0;
				sclk_nxt = 1;
				state_nxt = FINISH;
			end
			else if(sdat == 0 && sclk == 1 && bitCounter == 0) begin
				sdat_nxt = 0;
				sclk_nxt = 0;
				state_nxt = S_STOP;
				substate_nxt = UPDATE;
			end
		end
		S_STOP: begin
			if(data!=240'd0) begin
				state_nxt = SEND_DATA;
				data_nxt = data << 1;
				sdat_nxt = data[239];
				sclk_nxt = 0;
				finish_nxt = 0;
				oen = 1;
				datatype_nxt = 0;
				bitCounter_nxt = 0;
			end
			else begin
				state_nxt = S_STOP;
				data_nxt = data;
				sdat_nxt = 0;
				sclk_nxt = 0;
				substate_nxt = UPDATE;
				finish_nxt = 1;
				oen = 1;
				datatype_nxt = 0;
				bitCounter_nxt = 0;
			end
		end
	endcase
end
always_ff @(posedge i_clk or negedge i_rst_n) begin
	if(~i_rst_n) begin
		state <= IDLE;
		data <= setting;
		datatype <= 0;
		bitCounter <= 0;
		sdat <= 1;
		sclk <= 1;
		substate <= DOWN;
		finish <= 0;
	end 
	else begin
		state <= state_nxt;
		data <= data_nxt;
		datatype <= datatype_nxt;
		bitCounter <= bitCounter_nxt;
		sdat <= sdat_nxt;
		sclk <= sclk_nxt;
		substate <= substate_nxt;
		finish <= finish_nxt;
	end
end
endmodule
==> /design/flow/run.sh <==
#!/bin/bash
# OpenROAD 26Q1-2900-gdf79404cd8, Yosys 0.63+post, stock flow scripts
make -C /OpenROAD-flow-scripts/flow DESIGN_CONFIG=/design/flow/config.mk WORK_HOME=/design/flow/orfs finish
==> /design/flow/config.mk <==
export PLATFORM = sky130hd
export DESIGN_NAME = I2cInitializer
export DESIGN_NICKNAME = I2cInitializer
export VERILOG_FILES = /design/flow/design.v
export SDC_FILE = /design/flow/constraint.sdc
export NUM_CORES = 4
export LEC_CHECK = 1
export CORE_UTILIZATION = 40
==> /design/flow/constraint.sdc <==
current_design I2cInitializer

set clk_period 8.8
set clk_io_pct 0.2

create_clock -name clk0 -period $clk_period [get_ports {i_clk}]

set non_clock_inputs [all_inputs -no_clocks]
set_input_delay [expr $clk_period * $clk_io_pct] -clock clk0 $non_clock_inputs
set_output_delay [expr $clk_period * $clk_io_pct] -clock clk0 [all_outputs]
==> results.txt <==
Implementation run completed; key figures follow.

Synth:
- The run gives the fraction of registers with async set/reset as 100%.
- Sequential cells were found to cover 55.1% of the synthesized design area.
- The run puts the post-synthesis cell area at 0.0120 sq mm.
- The run gives the cell count after synthesis as 1158.
- The run gives the average cell area after synthesis as 10.4 sq um.
- The run gives the number of distinct library cells after synthesis as 45.
- For this run, the leading register cell type out of synthesis is dfrtp_1.
- The run gives the summed standard-cell area reported by yosys as 0.0120 sq mm.
- The run gives the number of warnings reported in the yosys synthesis log as 1.
- The run gives the number of enable-type register cells in the synthesized netlist as 0.
- The run puts the number of standard cells reported by yosys at 1158.
- The run puts the synthesized flop and latch total at 261.

Critical path:
- STA classifies the critical path startpoint as a flip-flop.
- The run gives the nature of the critical path endpoint as a flip-flop.
- Max fanout on the critical path was recorded as 105.
- For reference, the most critical setup path is categorized as reg -> reg.
- According to the timing report, the data required time at the worst endpoint equals 9.22 ns.
- The run gives the data arrival time of the critical path as 4.88 ns.

Power and ir drop:
- The run puts the post-route total power at 2.43 mW.
- Summed over all cells, the static leakage comes to 7.87 nW.
- VDD sags by at most 0.167 mV.
- Per the OpenROAD power report, switching power amounts to 0.494 mW.
- The run gives the switching share of power as 20.3%.
- The internal portion of the total power is 1.93 mW.
- The run gives the clock group share of total power as 49.3%.
- The run puts the power per cell area at 181 mW/mm^2.
- The run gives the share of power burned in combinational logic as 1.1%.
- The run puts the sequential fraction of design power at 49.6%.

Final timing:
- Counting I/O delays and the setup requirement, the final critical path takes 4.46 ns.
- The run puts the number of failing hold endpoints at the final stage at 0.
- In this build the clock could be raised as far as 224 MHz.
- The run gives the max-slew headroom at the worst pin as 47.1%.
- The run puts the slew at the pin closest to its max-slew limit at 0.794 ns.
- For the final routed database, the setup TNS stands at 0 ns.
- The run puts the total count of max-transition violations in the final report at 0.
- The run gives the worst clock skew as 0.0203 ns.
- Setup repair after global routing left no endpoint under its margin.
- The run gives the final count of negative-setup-slack endpoints as 0.
- After layout, the worst path uses 50.7% of the clock period.

Drt:
- The run puts the count of antenna diodes in the layout at 0.
- Per the log, the first TritonRoute iteration ended with a DRC count of 398.
- For this run, the detailed router reports a per-instance via density of 4.92.
- The run puts the remaining number of nets flagged by the antenna check after routing at 0.
- The run puts the total routed wirelength at 22.4 mm.
- The run puts the number of remaining DRC errors at 0.
- The script logs the mean routed wire length per placed instance as 14.3 um.
- The run gives the total iterations of the first detailed-routing run as 4.
- The run puts the via count at 7684.

Clock tree:
- Looking at the worst setup and hold paths, the clock pins of their registers show a slew of 0.06 ns.
- The run gives the clock tree from TritonCTS as yes.
- The run puts the maximum count of clock buffers along a single path at 3.
- The run puts the total clock sinks at 261.
- Looking at the clock tree report, the H-tree level count equals 1.
- The run gives the insertion delay of the later-clocked pin in the worst-skew pair as 0.55 ns.
- In this run, CTS created clock tree buffers numbering 28.
- The run puts the count of cells resized by post-cts repair at 0.
- The run puts the post-CTS setup repair buffer count at 0.
- The root buffer cell chosen for the clock tree is clkbuf_16.
- The run gives the hold buffer count at CTS as 0.

Run:
- The number of maximum-capacitance violations recorded for the run is 0.
- The logs give a warning total of 29.

GRT:
- The run gives the total global routing overflow as 0.
- The run gives the overall global routing resource usage as 15.7%.
- The number of antenna violations at the first check in global routing came to 0.
- The run gives the met2 track demand over resource in global routing as 23.0%.
- The run gives the met3 demand-to-capacity share in global routing as 3.29%.
- The number of global-route vias before repair is 7534.
- The run gives the layer with the highest usage after global routing as met1.
- The run puts the maximum number of pins on one net before global-route repair at 106.
- On met1, the global router reports a usage of 25.8%.
- The first global-routing pass estimated 38.4 mm of wire.

Die:
- The chip occupies 0.0308 sq mm.
- The run puts the y dimension of the die at 175 um.
- Pin placement for this block handled 7 I/O pins.
- The run puts the horizontal extent of the die at 175 um.
- The share of the core area taken by cells at floorplan is 40.6%.
- The run gives the number of placement rows as 63.
- The floorplan step defined a core boundary enclosing 0.0296 sq mm.

Layout:
- The run puts the total of fill cells in the finished design at 2679.
- The run puts the signed area change from the synthesized netlist to the final layout at 11.4%.
- With fillers left out, the area of the finished cells amounts to 0.0134 sq mm.
- The run puts the fraction of final layout cells with drive strength greater than 1 at 15.0%.

Outcome:
- The flow ran to the end, and the final reports show no timing, DRC or antenna violations.

Place:
- The run gives the placed wire-length estimate after detailed placement as 13.5 mm.
- The run gives the placer's final routability congestion estimate as 0.813.
- Buffers placed on the I/O ports in this run total 6.
- The run puts the post-place instance area at 0.0125 sq mm.

Hold path:
- The run gives the classification of the worst-slack hold path as reg -> reg.
-- layer usage --
metal	vias up	wire (um)
li1	3795	-
met1	3785	11400
met2	79	9760
met3	25	937
met4	0	327
met5	-	0
-- per-stage QoR --
step	setup WS, ns	hold WS, ns	utilization [%]	std cells
finish	4.34	0.479	45.3	1562
global route	4.01	0.497	45.3	1562
CTS	4.24	0.484	45.3	1562
detailed placement	4.09	0.474	42.1	1510
global placement	4.10	0.467	42.1	1510
floorplan	5.75	0.428	-	1159
-- power by group through the flow --
stage	clock [mW]	sequential [mW]	combinational, mW
finish	1.20	1.20	0.0259
CTS	1.23	1.20	0.0282
global route	1.28	1.20	0.0312
-- cells in the mapped netlist, types with 2 or more instances --
cell type | number | area (sq um)
inv_1 | 186 | 698
dfrtp_1 | 183 | 4580
mux2i_1 | 181 | 1810
nand2_1 | 138 | 518
nor2_1 | 124 | 465
dfstp_2 | 78 | 2050
nor4_1 | 65 | 407
mux2_2 | 38 | 428
clkbuf_1 | 31 | 116
buf_2 | 24 | 120
mux2_1 | 20 | 225
nand4_1 | 17 | 106
o21ai_0 | 14 | 70.1
nand3_1 | 5 | 25.0
nor2b_1 | 5 | 31.3
nor3_1 | 5 | 25.0
ha_1 | 4 | 50.1
a21oi_1 | 3 | 15.0
and2_1 | 3 | 18.8
o21a_1 | 3 | 22.5
o31ai_1 | 3 | 22.5
a31oi_1 | 2 | 12.5
buf_4 | 2 | 15.0
o32ai_1 | 2 | 17.5
or3b_2 | 2 | 17.5
-- worst max-delay path, cell delays in order, from the launching register on --
cell,delay (ns)
dfrtp_1,0.39
nor4_1,0.39
nand4_1,0.15
nor4_1,0.57
nand4_1,0.42
o21ai_4,0.61
buf_12,0.59
buf_4,0.67
mux2_2,0.40
-- cells by family (layout without fill, tap and decap cells) --
| kind of cell | count (synthesis) | in the layout | share of synthesized area, % |
|---|---|---|---|
| AOI/OAI and AO/OA | 41 | 41 | 2.40 |
| adders and majority gates | 4 | 4 | 0.416 |
| buffers and inverters | 243 | 256 | 7.89 |
| DFF | 261 | 261 | 55.1 |
| muxes | 239 | 239 | 20.5 |
| other | 1 | 2 | 0.0311 |
| and+or+nand+nor | 369 | 369 | 13.7 |
-- registers in the layout, indices dropped and copies added, names as in the netlist --
signal and cells:
bitCounter 5, data 240, datatype 5, finish 1, sclk 1, sdat 1
state 5, substate 3
-- final cells by class --
| cell class | count | area [sq um] | share of cell area [%] |
|---|---|---|---|
| clock buffers | 45 | 825 | 6.15 |
| clock inverters | 7 | 121 | 0.905 |
| flip-flops and latches | 261 | 6630 | 49.4 |
| repair buffers | 18 | 168 | 1.25 |
| inverters | 186 | 698 | 5.21 |
| multi-input cells | 655 | 4480 | 33.4 |
| well taps | 390 | 488 | 3.64 |
-- placed cells by master (no fill, tap or decap), types with 4 or more instances in the layout --
cell             netlist  final
buf_4                  2     11
clkbuf_1              31     11
clkbuf_16              0     28
clkbuf_8               0      6
clkdlybuf4s50_1        0      5
dfrtp_1              183    183
dfstp_2               78     78
ha_1                   4      4
inv_1                186    186
mux2_1                20     20
mux2_2                38     38
mux2i_1              181    181
nand2_1              138    138
nand3_1                5      5
nand4_1               17     17
nor2_1               124    124
nor2b_1                5      5
nor3_1                 5      4
nor4_1                65     65
o21ai_0               14     14
-- final timing paths --
check                               start       endpoint  slack (ns)  cells after the start
worst min-delay path            data[212]      data[212]        0.48                      2
worst max-delay path             data[97]      data[101]        4.34                      8
max in group asynchronous         i_rst_n      data[154]        5.90                      3
worst min register to register  data[212]      data[212]        0.48                      2
worst max register to register   data[97]      data[101]        4.34                      8
min in group asynchronous         i_rst_n  bitCounter[4]        1.21                      1
No activity file was given, so power comes from the tool's default toggle rates.
