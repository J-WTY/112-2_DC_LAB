$ cat ./design.v
module ModuleProduct (
    input clk,
    input rst,
    input [255:0] N,
    input [255:0] y,
    input [  1:0] state,
    input [  1:0] state_next,
    output reg [255:0] m,
    output finished
);
    parameter IDLE = 2'b00;
    parameter PREP = 2'b01;
    parameter MONT = 2'b10;
    parameter CALC = 2'b11;
    reg  [257:0] t, t_next;
    reg  [8:0]   counter, counter_next;
    reg  [255:0] m_next;
    logic finished_w, finished_r;
    wire [257:0] twot;
    assign twot = t + t;
    assign num_256 = 8'b1000_0000;
    assign finished = (finished_r) ? 1 : 0; 
    always_comb begin 
        if(counter == 9'b100000000) finished_w = 1;
        else if (state == IDLE)     finished_w = 0;
        else                        finished_w = finished_r;
    end
    always_comb begin
        if (state_next == PREP && state == IDLE) t_next = y;
        else if (twot > N && state == PREP)     t_next = t + t - N;
        else if (twot <= N && state == PREP)    t_next = t + t;
        else                                     t_next = 256'b0;
    end
    always_comb begin
        if (state == PREP) counter_next = counter + 1'b1;
        else               counter_next = 9'b0;
    end
    always_comb begin
        if (state == PREP && counter == 9'd256 && ((m + t) >= N))    m_next = m + t -N;
        else if (state == PREP && counter == 9'd256)                 m_next = m + t;
        else if (state == PREP)                                     m_next = m;
        else                                                        m_next = 256'd0;
    end
    always_ff@(posedge clk or posedge rst) begin
        if (rst) t <= 256'b0;
        else     t <= t_next;
    end
    always_ff@(posedge clk or posedge rst) begin
        if (rst) counter <= 8'b0;
        else     counter <= counter_next;
    end
    always_ff@(posedge clk or posedge rst) begin
        if (rst) m <= 256'b0;
        else     m <= m_next;
    end
    always_ff@(posedge clk or posedge rst) begin
        if (rst) finished_r <= 8'b0;
        else     finished_r <= finished_w;
    end
endmodule
module MontgemoryAlgorithm (
    input   i_clk,
    input   i_start,
    input   i_rst,
    input   [255:0] i_N,
    input   [255:0] i_a,
    input   [255:0] i_b,
    output  [255:0] o_m,
    output  o_finished
  );
  parameter S_IDLE = 1'd0;
  parameter S_PROC = 1'd1;
  logic state_next, state;
  logic finish_w, finish_r;
  logic [257:0] o_m_w, o_m_r;
  logic [7:0] count_r, count_w;
  logic [257:0] tmp_m_w;
  logic [257:0] tmp_m_w2;
  assign o_finished = finish_r;
  assign o_m        = (finish_r==1) ? o_m_r[255:0] : 0;
  always_comb
  begin
    state_next       = state;  
    finish_w         = finish_r;
    case (state)  
    S_IDLE:begin
      finish_w       = 0;    
      state_next     = state;    
      if(i_start)begin
          state_next = S_PROC;
      end
    end
    S_PROC:begin       
      state_next     = state;
      finish_w       = finish_r; 
      if (count_r == 8'd255) begin
          state_next = S_IDLE;
          finish_w   = 1;
      end
     end
   endcase
  end
  always_comb begin 
    count_w = count_r;
    if (state == S_IDLE)    count_w = 0;
    else if(state == S_PROC)   count_w = count_r + 1;  
	  else count_w = count_r;
  end
  always_comb begin 
    tmp_m_w = o_m_r;
    tmp_m_w2 = o_m_r;
    o_m_w   = o_m_r;
    if (state == S_IDLE) begin
      tmp_m_w = 0;
      tmp_m_w2 = 0;
      o_m_w   = 0;
    end else if (state == S_PROC) begin
      tmp_m_w = o_m_r;
      if(i_a[count_r]) begin
          tmp_m_w  = o_m_r + i_b;
      end
      tmp_m_w2 = tmp_m_w >> 1 ;
      if(tmp_m_w[0] == 1)begin
          tmp_m_w2 = (tmp_m_w + i_N) >> 1 ;
      end
      o_m_w       = tmp_m_w2;
      if (count_r == 8'd255 && tmp_m_w2 >= i_N) begin
        o_m_w     = tmp_m_w2 - i_N ;
      end
    end
  end
  always_ff @(posedge i_clk or posedge i_rst)
  begin
    if(i_rst)
    begin
      state <= S_IDLE;
      o_m_r <= 0;
      count_r <= 0;
      finish_r <= 0;
    end
    else
    begin
      state <= state_next;
      o_m_r <= o_m_w;
      count_r <= count_w;
      finish_r <= finish_w;
    end
  end
endmodule
module Rsa256Core #(
	parameter Datawidth = 256
) (
	input          i_clk,
	input          i_rst,
	input          i_start,
	input  [255:0] i_a,  
	input  [255:0] i_d,  
	input  [255:0] i_n,
	output [255:0] o_a_pow_d,  
	output         o_finished
);
logic [Datawidth-1:0] t_init, t_w, t_r, m_r, m_w, mt_mont,  tt_mont, o_m_w, o_m_r;
logic [8:0]	count_w, count_r;
logic [1:0] state, state_next;
logic o_mod_finished, o_mont1_finished, o_mont2_finished, o_finished_w, o_finished_r;
logic i_mont_start_w, i_mont_start_r, i_mod_start_w, i_mod_start_r;
ModuleProduct U1(
    .clk(i_clk),
    .rst(i_rst),
    .N(i_n),
    .y(i_a),
    .state(state),
    .state_next(state_next),
    .m(t_init),
    .finished(o_mod_finished)
);
MontgemoryAlgorithm U2(
   	.i_clk(i_clk),
   	.i_start(i_mont_start_r),
    .i_rst(i_rst),
    .i_N(i_n),
    .i_a(m_r),
    .i_b(t_r),
    .o_m(mt_mont),
    .o_finished(o_mont1_finished)
);
MontgemoryAlgorithm U3(
   	.i_clk(i_clk),
   	.i_start(i_mont_start_r),
    .i_rst(i_rst),
    .i_N(i_n),
    .i_a(t_r),
    .i_b(t_r),
    .o_m(tt_mont),
    .o_finished(o_mont2_finished)
);
parameter S_IDLE = 2'd0;
parameter S_PREP = 2'd1;
parameter S_MONT = 2'd2;
parameter S_CALC = 2'd3;
assign o_finished = o_finished_r;
assign o_a_pow_d  = o_m_r  ;
always_comb begin 	
	state_next 				= state;
	i_mont_start_w 			= i_mont_start_r;
	i_mod_start_w 			= i_mod_start_r;
	o_finished_w 			= o_finished_r;
	o_m_w					= o_m_r;
	case (state)
		S_IDLE:begin
			i_mont_start_w 	= 0;
			o_finished_w 	= 0;
			o_m_w			= 0;
			state_next  	= state;
			if(i_start && o_finished == 0)begin
				state_next  = S_PREP;
				i_mod_start_w = 1;
			end
		end
		S_PREP:begin
			state_next 		= state;
			i_mont_start_w 	= i_mont_start_r;
			if(o_mod_finished)begin
				state_next     = S_MONT;
				i_mont_start_w = 1;
				i_mod_start_w  = 0;
			end
		end
		S_MONT:begin
			state_next   	= state;
			i_mont_start_w = 0;	
			if(o_mont1_finished & o_mont2_finished)begin
				state_next     = S_CALC;	
			end
		end
		S_CALC: 
			if (count_r == 9'd256) begin
				state_next = S_IDLE;
				o_m_w	   = m_r;	
				o_finished_w = 1;
				i_mont_start_w = 0;
			end 
			else begin
				state_next = S_MONT;
				i_mont_start_w = 1; 
			end
	endcase
end
always_comb begin
	count_w = count_r;
	if(state == S_IDLE)begin
		count_w = 0;
	end else if (state == S_MONT && count_r == 9'd256) begin
		count_w = 0;
	end else if(state == S_MONT && (o_mont1_finished & o_mont2_finished))begin
		count_w = count_r + 1;
	end
end
always_comb begin 
	t_w = t_r;
	if((state == S_PREP) & o_mod_finished)begin
		t_w = t_init;
	end else if (state== S_MONT && o_mont2_finished) begin
		t_w = tt_mont;
	end
end
always_comb begin 
	m_w = m_r;
	if(state == S_IDLE )begin
		m_w = 1;
	end else if(state == S_MONT && i_d[count_r]  & o_mont1_finished ) begin			
		m_w = mt_mont;				
	end 
end
always_ff @( posedge i_clk or posedge i_rst ) begin 
	if(i_rst) begin
		state <= S_IDLE;
		count_r	<= 0;
		t_r		<= 0;
		m_r		<= 1;
		i_mont_start_r <= 0;
		i_mod_start_r <= 0;
		o_finished_r <= 0;
		o_m_r		 <= 0;
	end else begin
		state <= state_next;
		count_r <= count_w;
		t_r		<= t_w;
		m_r		<= m_w;
		i_mont_start_r <= i_mont_start_w;
		i_mod_start_r <= i_mod_start_w;
		o_finished_r <= o_finished_w;
		o_m_r		 <= o_m_w;
	end
end
endmodule
module Rsa256Wrapper (
    input         avm_rst,
    input         avm_clk,
    output  [4:0] avm_address,
    output        avm_read,
    input  [31:0] avm_readdata,
    output        avm_write,
    output [31:0] avm_writedata,
    input         avm_waitrequest
);
localparam RX_BASE     = 0*4;
localparam TX_BASE     = 1*4;
localparam STATUS_BASE = 2*4;
localparam TX_OK_BIT   = 6;
localparam RX_OK_BIT   = 7;
localparam S_QUERY_RX = 0;
localparam S_READ = 1;
localparam S_CALCULATE = 2;
localparam S_QUERY_TX = 3;
localparam S_WRITE = 4;
localparam S_READ_N = 0;
localparam S_READ_D = 1;
localparam S_READ_ENC = 2;
logic [255:0] n_r, n_w, d_r, d_w, enc_r, enc_w, dec_r, dec_w;
logic [2:0] state_r, state_w;
logic [6:0] bytes_counter_r, bytes_counter_w;
logic [4:0] avm_address_r, avm_address_w;
logic avm_read_r, avm_read_w, avm_write_r, avm_write_w;
logic rsa_start_r, rsa_start_w;   
logic rsa_finished;               
logic [255:0] rsa_dec;
logic [2:0] substate_r, substate_w;
logic waiting;
logic readable;
logic status;
logic ready, not_ready;
logic ready2, not_ready2;
logic writable;
assign avm_address = avm_address_r;
assign avm_read = avm_read_r;
assign avm_write = avm_write_r;
assign avm_writedata = dec_r[247-:8];
Rsa256Core rsa256_core(
    .i_clk(avm_clk),
    .i_rst(avm_rst),
    .i_start(rsa_start_r),
    .i_a(enc_r),   
    .i_d(d_r),     
    .i_n(n_r),    
    .o_a_pow_d(rsa_dec),   
    .o_finished(rsa_finished)
);
task StartRead;
    input [4:0] addr;
    begin
        avm_read_w = 1;
        avm_write_w = 0;
        avm_address_w = addr;
    end
endtask
task StartWrite;
    input [4:0] addr;
    begin
        avm_read_w = 0;
        avm_write_w = 1;
        avm_address_w = addr;
    end
endtask
always_comb begin
    substate_w = substate_r;
    state_w = state_r;
    avm_address_w = avm_address_r;
    n_w = n_r;
    d_w = d_r;
    enc_w = enc_r;
    dec_w = dec_r;
    bytes_counter_w = bytes_counter_r;
    avm_read_w = avm_read_r;
    avm_write_w = avm_write_r;
    rsa_start_w = rsa_start_r;
	  waiting = avm_waitrequest;
    readable = avm_address_r == RX_BASE;
    status = avm_address_r == STATUS_BASE;
    ready = bytes_counter_r == 7'd31;
    not_ready = bytes_counter_r < 7'd31;
    ready2 = bytes_counter_r == 7'd30;
    not_ready2 = bytes_counter_r < 7'd30;
    writable = avm_address_r == TX_BASE;
	 case(state_r)
	 S_QUERY_RX:begin
        if (!waiting) begin
            if(status & avm_readdata[RX_OK_BIT]) begin
                StartRead(RX_BASE);
                state_w = S_READ;
            end
            else begin
                StartRead(STATUS_BASE);
                state_w = S_QUERY_RX;
            end
        end
        else begin
            StartRead(STATUS_BASE);
            state_w = S_QUERY_RX;
        end
    end
	 S_READ: begin
	     case(substate_r)
       S_READ_N:begin
            if (!waiting) begin
                if(readable & not_ready)begin
                    n_w = n_r << 8;
                    n_w[7:0] = avm_readdata[7:0];
                    bytes_counter_w = bytes_counter_r +7'd1;
                    StartRead(STATUS_BASE);
                    state_w = S_QUERY_RX;
                    substate_w = S_READ_N;
                end
                else if(readable & ready) begin
                    n_w = n_r << 8;
                    n_w[7:0] = avm_readdata[7:0];
                    bytes_counter_w = 7'd0;
                    StartRead(STATUS_BASE);
                    state_w = S_QUERY_RX;
                    substate_w = S_READ_D;
                end
            end
        end
		  S_READ_D:begin
            if (!waiting) begin
                if(readable & not_ready) begin
                    d_w = d_r << 8;
                    d_w[7:0] = avm_readdata[7:0];
                    bytes_counter_w = bytes_counter_r +7'd1;
                    StartRead(STATUS_BASE);
                    state_w = S_QUERY_RX;
                    substate_w = S_READ_D;
                end
                else if(readable & ready) begin
                    d_w = d_r << 8;
                    d_w[7:0] = avm_readdata[7:0];
                    bytes_counter_w = 7'd0;
                    StartRead(STATUS_BASE);
                    state_w = S_QUERY_RX;
                    substate_w = S_READ_ENC;
                end
            end
        end
		  S_READ_ENC: begin
            if (!waiting) begin
                if(readable & not_ready) begin
                    enc_w = enc_r << 8;
                    enc_w[7:0] = avm_readdata[7:0];
                    bytes_counter_w = bytes_counter_r +7'd1;
                    StartRead(STATUS_BASE);
                    state_w = S_QUERY_RX;
                    substate_w = S_READ_ENC;
                end
                else if(readable & ready) begin
                    enc_w = enc_r << 8;
                    enc_w[7:0] = avm_readdata[7:0];
                    bytes_counter_w = 7'd0;
                    state_w = S_CALCULATE;
                    substate_w = S_READ_ENC;
                    StartRead(STATUS_BASE);
                end
            end
      end
		  endcase
	 end
	 S_CALCULATE:begin
        rsa_start_w = 1'd1;
        if(rsa_finished)begin
            rsa_start_w = 1'd0;
            state_w = S_QUERY_TX;
            dec_w = rsa_dec;
        end
    end
	 S_QUERY_TX:begin
        if (!waiting) begin
            if(status & avm_readdata[TX_OK_BIT] == 1'b1) begin
                StartWrite(TX_BASE);
                state_w = S_WRITE;
            end
            else begin
                StartRead(STATUS_BASE);
                state_w = S_QUERY_TX;
            end
        end
        else begin
            StartRead(STATUS_BASE);
            state_w = S_QUERY_TX;
        end
    end
	 S_WRITE:begin
        if (!waiting) begin
            if(writable & not_ready2) begin
                dec_w = dec_r << 8;
                bytes_counter_w = bytes_counter_r +7'd1;
                StartRead(STATUS_BASE);
                state_w = S_QUERY_TX;
            end
            else if (writable & ready2) begin
                dec_w = dec_r << 8;
                bytes_counter_w = 7'd0;
                StartRead(STATUS_BASE);
                state_w = S_QUERY_RX;
            end
        end
    end
	 endcase
end
always_ff @(posedge avm_clk or posedge avm_rst) begin
    if (avm_rst) begin
        n_r <= 0;
        d_r <= 0;
        enc_r <= 0;
        dec_r <= 0;
        avm_address_r <= STATUS_BASE;
        avm_read_r <= 1;
        avm_write_r <= 0;
        state_r <= S_QUERY_RX;
        bytes_counter_r <= 0;
        rsa_start_r <= 0;
        substate_r <= S_READ_N;
    end else begin
        n_r <= n_w;
        d_r <= d_w;
        enc_r <= enc_w;
        dec_r <= dec_w;
        avm_address_r <= avm_address_w;
        avm_read_r <= avm_read_w;
        avm_write_r <= avm_write_w;
        state_r <= state_w;
        bytes_counter_r <= bytes_counter_w;
        rsa_start_r <= rsa_start_w;
        substate_r <= substate_w;
    end
end
endmodule
$ cat ./run.sh
#!/bin/bash
# OpenROAD 26Q1-2900-gdf79404cd8, Yosys 0.63+post, stock flow scripts
make -C /OpenROAD-flow-scripts/flow DESIGN_CONFIG=/design/flow/config.mk WORK_HOME=/design/flow/orfs finish
$ cat ./config.mk
export PLATFORM = sky130hd
export DESIGN_NAME = Rsa256Wrapper
export DESIGN_NICKNAME = Rsa256Wrapper
export VERILOG_FILES = /design/flow/design.v
export SDC_FILE = /design/flow/constraint.sdc
export NUM_CORES = 4
export LEC_CHECK = 1
export CORE_UTILIZATION = 30
$ cat ./constraint.sdc
current_design Rsa256Wrapper

set clk_period 161.9
set clk_io_pct 0.2

create_clock -name clk0 -period $clk_period [get_ports {avm_clk}]

set non_clock_inputs [all_inputs -no_clocks]
set_input_delay [expr $clk_period * $clk_io_pct] -clock clk0 $non_clock_inputs
set_output_delay [expr $clk_period * $clk_io_pct] -clock clk0 [all_outputs]
==> results.txt <==
On the backend side, the flow ran end to end.

The run finished with clean final reports. The worst supply voltage drop on vdd stands at 0.0113 mV. STA classifies the critical path endpoint as an asynchronous set/reset pin.

The sequential share of power stands at 43.0%. The analysis attributes to cell leakage a power of 0.148 uW. The highest achievable clock rate stands at 26.5 MHz. The average cell area after synthesis stands at 7.60 um2. The worst setup path is launched from a primary input.

On the critical path the data arrives at 38.78 ns. Setup slack on the worst reg-to-reg path comes out at 138.90 ns. The max-capacitance violation count stands at 0.

Per the post-synthesis report, the number of cells in the design is 37300. The final layout contains routed wiring with a total length of 1520 mm. The area share of the leading cell type in the synthesized netlist stands at 25.3%. The die is 974 um tall. Looking at the cell usage after synthesis, the top flip-flop cell is sky130_fd_sc_hd__dfrtp_1. The relative contribution of combinational cells to total power stands at 1.1%. The wire-length estimate of the detail-placed layout is 1290 mm.

According to the floorplan report, the placeable core area is 941000 um2. The number of global-route vias before repair stands at 273000. Setup repair after global routing left no endpoint under its margin. In this run the post-CTS setup repair buffer count came out at 0. Ranking logic cells in the layout by count gives the top entries sky130_fd_sc_hd__a21oi_1 (4809), sky130_fd_sc_hd__nand2_1 (4431), sky130_fd_sc_hd__nor2_1 (3768). Clock tree synthesis selected as its root buffer the cell sky130_fd_sc_hd__clkbuf_16. The worst register-to-register path begins at rsa256_core.U3.count_r[0].

The final report lists the setup-violating endpoint count as 0. The number of sinks handled by clock tree synthesis stands at 2870. The synth_stat.txt file lists the number of cells as 37300.

The final timing report lists clock skew as 0.151 ns. In this run, distinct cell masters in the synthesized netlist total 101. The synthesis-stage register bit count stands at 2870. The count of library flops with an enable pin stands at 0. The total track usage stands at 31.9%. Post-CTS repair changed the size of 0 cells.

During synthesis, Yosys emitted a total of 5 warnings. In the final report, the number of hold violations comes to 0. The layout overhead on the synthesized area stands at 10.1%. On the final layout, the worst hold slack is 0.407 ns. The final total negative setup slack stands at 0 ns. The clock passes through at most 5 buffers. The net switching power stands at 399 uW. For hold timing, the worst endpoint is bytes_counter_r[5]. The worst-case max-slew headroom was logged as 14.2%. The power share of the clock group stands at 55.9%. The maximum number of pins on one net before global-route repair stands at 132. After global routing the overflow that remains totals 0. In the power breakdown, the internal column shows 1270 uW. Per the hold report, the tightest min-delay path originates at bytes_counter_r[5].

The initial antenna violation count stands at 137. The slew at the pin closest to its max-slew limit stands at 1.27 ns. The depth of the most critical reg-to-reg path stands at 71. The initial core utilization stands at 30.1%. The floorplan step defined a die boundary enclosing 950000 um2. The count of buffers added on input and output ports is 22. The routed design shows a via density per instance of 5.79. After synthesis, the chip area reported by Yosys is 284000 um2.

Buffers inserted during clock tree synthesis total 394. TritonCTS built the clock tree. The script computed a power per unit cell area of 5.34 nW/um2. In the setup report, the worst path falls into the class primary input to asynchronous set/reset pin. Per the timing report, the biggest fanout along the worst path comes to 67. Along the worst hold path, the cell count comes to 0.

The proportion of total power due to net switching stands at 23.9%. Of the cells placed in the final design, the portion with a size suffix greater than 1 is 7.73%. Counting I/O delays and the setup requirement, the final critical path takes 37.69 ns. Sorting the synthesized cells by area gives the leading types as sky130_fd_sc_hd__dfrtp_1 (25%), sky130_fd_sc_hd__ha_1 (10%), sky130_fd_sc_hd__a21oi_1 (8.5%). Looking at the worst setup and hold paths, the clock pins of their registers show a slew of 0.06 ns.

The remaining routing DRC violations stands at 0. Post-route period utilization is reported as 23.3%. The sequential cell area fraction in the yosys report stands at 25.3%. The chip width stands at 974 um. The congestion estimate from routability-driven global placement came to 1.07.

Warnings raised by the tools during the run amount to 62. The first-pass GRT wire length stands at 2120 mm. The routed design shows a wire length per standard cell of 30.8 um. 74 I/O pins were placed. Clock latency on the worst-skew pair, taken at its later pin, is 1.14 ns.

In the synthesized netlist the async set-or-reset flop fraction comes to 100%. Checking hold timing, the worst path is listed with class flop to flop. The routed layout has 285000 vias. The most common logic cell in the final layout is sky130_fd_sc_hd__a21oi_1.

Per the timing report, the most critical flop-to-flop path finishes at rsa256_core.U3.o_m_r[93]. The post-cts hold buffer count stands at 0. The violation count after the first detailed-routing iteration stands at 25800. Pins over their slew limit in the final report were tallied at 0.

The report lists the number of standard-cell rows as 356. The first-pass detailed-route iteration total stands at 9. Per the CTS log, the maximum H-tree level is 5. The remaining antenna violation count after routing stands at 0.

The biggest area contributor in the post-synthesis netlist is sky130_fd_sc_hd__dfrtp_1. The cell area that synthesis handed to floorplanning was 284000 um2. The worst path required time stands at 163.00 ns.
stage by stage:
step / total power [uW] / util [%] / instance area (um2) / setup WS [ns] / cells
6_report: 1670 / 33.2 / 312000 / 124.21 / 49300
3_3_place_gp: 749 / 31.7 / 299000 / 122.91 / 48500
4_1_cts: 1690 / 33.1 / 312000 / 123.96 / 49200
3_5_place_dp: 750 / 31.7 / 299000 / 122.84 / 48500
5_1_grt: 1710 / 33.2 / 312000 / 123.38 / 49300
2_1_floorplan: 746 / - / 284000 / 48.38 / 37400
worst max-delay path: stages:
cell,delay [ns]
sky130_fd_sc_hd__clkdlybuf4s50_1,0.49
sky130_fd_sc_hd__inv_8,0.42
sky130_fd_sc_hd__buf_4,0.50
sky130_fd_sc_hd__buf_4,0.61
sky130_fd_sc_hd__buf_4,0.65
sky130_fd_sc_hd__buf_4,0.70
sky130_fd_sc_hd__buf_4,0.69
sky130_fd_sc_hd__buf_4,0.69
sky130_fd_sc_hd__buf_4,0.62
sky130_fd_sc_hd__buf_4,0.69
cells by family (layout without fill, tap and decap cells):
family,count (synthesis),count (layout),share of synthesized area [%]
flops,2870,2870,25.3
other cells,1,130,0.00132
buf+inv,3603,2935,4.98
simple gates,11600,11600,18.1
xor+xnor,2280,2280,7.04
mux,1699,1699,7.16
fa+ha+maj,2319,2319,10.3
compound gates,13000,13000,27.1
routing by layer:
metal  share of wire [%]  up-vias  GRT usage, %
li1                    -   133000             -
met1                  43   140000          44.4
met2                  42    10200          46.4
met3                 8.2     2051          8.61
met4                 6.2       58          15.3
met5               0.073        -             0
flip-flops by register name, indices dropped and copies added (netlist names), 2 cells and up:
register	flops
rsa256_core.U1.t	258
rsa256_core.U2.o_m_r	258
rsa256_core.U3.o_m_r	258
d_r	256
enc_r	256
n_r	256
rsa256_core.U1.m	256
rsa256_core.m_r	256
rsa256_core.t_r	256
dec_r	248
rsa256_core.o_m_r	248
rsa256_core.U1.counter	9
rsa256_core.count_r	9
rsa256_core.U2.count_r	8
rsa256_core.U3.count_r	8
bytes_counter_r	7
state_r	5
rsa256_core.state	4
substate_r	3
avm_address_r	2
final cells by class:
class | count | area [um2]
clock buffer | 519 | 11100
clock inverter | 183 | 2370
fill | 99200 | 629000
multi-input combinational | 30900 | 198000
timing repair buffer | 1091 | 8370
inverter | 1142 | 4310
sequential | 2870 | 71900
antenna | 103 | 258
tap | 12500 | 15700
power by group through the flow:
stage	sequential [uW]	clock (uW)	combinational, uW
final	718	933	17.9
after global routing	717	973	21.0
after CTS	718	952	19.0
how the worst max path moves through the flow:
stage	startpoint	endpoint	slack (ns)	cells after the start
5_1_grt	avm_rst	enc_r[19]	123.38	10
4_1_cts	avm_rst	enc_r[14]	123.96	10
6_report	avm_rst	enc_r[22]	124.21	10
cells in the mapped netlist (all sizes together) (756+ instances only):
cell type and instances:
nor2 3770, nand4 1244, dfrtp 2864, mux2i 883, clkbuf 2199, a21o 1428, a21oi 4810, o21bai 756
nand2 4437, ha 2310, xor2 850, o21ai 3665, inv 1137, xnor2 1429
Power is estimated from default activity; no workload was simulated.
